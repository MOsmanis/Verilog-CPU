[flow/run.sh]
#!/bin/bash
# OpenROAD 26Q1-2900-gdf79404cd8, Yosys 0.63+post, stock flow scripts
make -C /OpenROAD-flow-scripts/flow DESIGN_CONFIG=/design/flow/config.mk WORK_HOME=/design/flow/orfs finish
[flow/design.v]
`timescale 1ns / 1ps
module Reg2R1W(
    input [31:0] wrData,
    input [4:0] wrReg,
    input [4:0] readSelect1,
    input [4:0] readSelect2,
    output reg [31:0] readData1,
    output reg [31:0] readData2,
    input clk,
    input writeEnable,
	 input mem_writeEnable,
	 input rst
    );
reg [31:0] RF [0:31];
integer index;
always @ (posedge clk) begin
	if (rst == 1) begin
		for(index = 0; index < 32; index = index + 1) 
			RF[index] <= 32'b0;
	end 
	else if(writeEnable || mem_writeEnable) begin
		RF[wrReg] <= wrData;
	end
end
always @ (posedge clk) begin
	if(wrReg == readSelect1)
        	readData1 <= (writeEnable ? wrData : RF[readSelect1]);
   if(wrReg == readSelect2)
        	readData2 <= (writeEnable ? wrData : RF[readSelect2]);
	if (!writeEnable) begin
			readData1 <= ( readSelect1 == 0 ) ? 0 : RF[readSelect1];
			readData2 <= ( readSelect2 == 0 ) ? 0 : RF[readSelect2];
   end
end
endmodule  
[flow/constraint.sdc]
current_design Reg2R1W

set clk_period 5.5
set clk_io_pct 0.2

create_clock -name clk0 -period $clk_period [get_ports {clk}]

set non_clock_inputs [all_inputs -no_clocks]
set_input_delay [expr $clk_period * $clk_io_pct] -clock clk0 $non_clock_inputs
set_output_delay [expr $clk_period * $clk_io_pct] -clock clk0 [all_outputs]
[flow/config.mk]
export PLATFORM = sky130hd
export DESIGN_NAME = Reg2R1W
export DESIGN_NICKNAME = Reg2R1W
export VERILOG_FILES = /design/flow/design.v
export SDC_FILE = /design/flow/constraint.sdc
export NUM_CORES = 4
export LEC_CHECK = 1
export CORE_UTILIZATION = 30
==> summary.txt <==
Observations from the implementation run.

Run status:
- The flow ran to the end, and the final reports show no timing, DRC or antenna violations.

Route:
- The run gives the violation tally from detailed-route iteration zero as 2,448.
- The run puts the number of nets with antenna violations after detailed routing at 0.
- Per the detail_route report, vias per standard cell equal 5.41.
- The run gives the total detailed-routing wirelength as 189,000 um.
- In this run the top signal layer used is met5.
- The run puts the residual DRC count at 0.
- The run gives the routed length on met3 as 29,200 um.
- Summing over every cut layer, the via total after detailed routing is 34,217.
- The run gives the average detailed-routed wire length per instance as 29.9 um.
- The first detailed-routing pass took 22 iterations.
- The run puts the routed length on met2 at 90,400 um.
- The run puts the met1 wire length at 61,000 um.

Job:
- The run gives the total number of warnings across the stage logs as 26.
- The run gives the max-capacitance violation count as 0.

Worst hold path:
- Looking at the hold checks, the worst path lands on readData2[16].
- In this run the most critical hold path is launched from RF[10][16].
- The number of cells on the worst hold path is listed as 4.
- The worst hold path belongs to the class flop to flop.

Finish:
- The run puts the synthesis-to-layout area growth at 14.3%.
- Per the final layout report, the fraction of cells sized above drive strength 1 comes to 0.247.
- The run puts the register area at 32,700 um2.
- The run puts the combinational gate area at 22,800 um2.
- The run gives the number of filler cells placed in the layout as 17,548.
- The run gives the utilization after layout as 0.346.

Logic synthesis:
- The run puts the proportion of synthesized chip area in sequential cells at 0.575.
- Per the synth stats, the flop cell with the highest instance count is edfxtp_1.
- The run gives the post-synth tally of flip-flops with integrated enable as 1,088.
- Looking at area per cell type in the netlist, the leader is edfxtp_1.
- Counting flops with an async set or reset pin after synthesis yields a share of 0.
- The synthesized netlist was found by Yosys to have 3,741 cells.
- The run gives the register bit total from synthesis as 1,088.
- The run gives the instance tally after logic synthesis as 3,741.
- The run puts the area of the synthesized netlist per yosys stat at 56,900 um2.
- The run puts the number of different library cells in the post-synthesis netlist at 46.
- The run gives the combined area of all synthesized cells as 56,900 um2.
- The run gives the average cell area after synthesis as 15.2 um2.
- The run puts the fraction of post-synthesis cell area in the top cell type by area at 0.575.
- The run puts the total of warnings raised by yosys at 1.
- The synthesis report lists the most area-consuming cells as edfxtp_1 (57%), mux4_2 (18%), and2_1 (11%).

Global routing:
- The run gives the number of global-route vias before repair as 37,185.
- The run gives the wire length of the first global-routing pass as 269,000 um.
- The run gives the leftover overflow at the end of global routing as 0.
- The run puts the global router's overall resource usage at 0.211.
- The run puts the largest net degree at the start of global routing at 76.
- The number of antenna violations at the first check in global routing is 7.

Clock tree:
- CTS added clock buffers totalling 109.
- The run gives the count of instances resized after the clock tree is built as 0.
- The run gives the root buffer cell as clkbuf_16.
- TritonCTS built the clock tree.
- The later pin in the worst-skew pair is clocked with a latency of 0.73 ns.
- The run puts the number of levels in the clock H-tree at 3.
- Per the CTS log, the buffer count on the longest clock path is 3.
- Clock-pin slew was measured on the worst setup and hold paths at 0.07 ns.
- The run puts the number of buffers added for setup after CTS at 0.
- The run puts the total of hold buffers inserted after clock tree synthesis at 0.
- The run puts the number of clock sinks at 1,088.

Floorplanning:
- The region available for standard cell placement spans 188,000 um2.
- The run gives the total die area as 191,000 um2.
- The run puts the chip height at 437 um.
- The floorplan step records an initial core utilization of 0.302.
- The floorplan step set the die width to 437 um.
- The run puts the top-level I/O count at 115.
- The run puts the number of rows in the core area at 159.

Power and ir drop:
- Across the VDD grid, the largest voltage drop is 0.000260 V.
- The final power report lists total power as 20.0 mW.
- The run gives the power density over the cells as 308 nW/um2.
- For this design the static power due to leakage is 21.8 nW.

Worst setup path:
- The run puts the worst endpoint data arrival time at 4.50 ns.
- The run gives the peak fanout along the critical path as 27.
- The data required time reported for the critical path is 5.94 ns.
- The run gives the cell count of the worst reg-to-reg path as 4.
- The worst setup path is launched from a primary input.
- Per the timing report, the most critical flop-to-flop path originates at RF[15][4].
- The run gives the flop-to-flop setup slack as 2.93 ns.
- The run gives the capture instance of the worst register-to-register path as readData1[4].
- By startpoint and endpoint, the worst setup path is classified as primary input to flop.
- STA classifies the critical path endpoint as a flop.

Placement:
- The run gives the final weighted congestion in routability-driven placement as 0.922.
- The run puts the final HPWL from detailed placement at 113,000 um.
- The run gives the count of port buffers added during placement as 114.

STA:
- Setup total negative slack on the finished layout was measured at 0 ns.
- The run gives the final cycle utilization of the critical path as 0.738.
- After layout, the setup clock skew is reported as 0.0418 ns.
- The run gives the number of pins with negative max-slew slack in the final report as 0.
- From the final report, the count of setup violators was given as 0.
- The worst path needs 4.06 ns of the cycle, external delays included.
- Static timing analysis puts the maximum clock frequency at 246 MHz.
- The run puts the transition at the pin with the smallest max-transition slack at 1.20 ns.
- The run gives the final count of hold timing violations as 0.
- Setup repair after global routing left no endpoint under its margin.
- The run puts the tightest slew margin relative to the limit at 0.179.
-- area by class of cell --
cell class                 instances  area share
timing repair buffer             280      0.0413
clock buffer                     127      0.0443
inverter                           4    0.000231
antenna                            4    0.000154
sequential                      1088       0.503
multi-input combinational       2245       0.351
clock inverter                    77      0.0126
tap                             2495      0.0480
-- worst max-delay path: stages --
cell,delay (ns)
clkdlybuf4s50_1,0.82
or3b_2,0.75
buf_4,0.61
o22ai_1,0.12
a2111oi_0,0.96
o31ai_1,0.13
-- power by group --
group / total [mW] / switching, mW / internal, mW
logic: 2.36 / 1.35 / 1.01
registers: 9.87 / 0.243 / 9.63
clock network: 7.81 / 3.32 / 4.49
total: 20.0 / 4.91 / 15.1
-- Yosys cell counts (3+ instances only) --
cell and n:
a2111oi_0 15, a211oi_1 15, a221oi_1 19, a22o_1 28
a22oi_1 53, a32o_1 17, and2_1 1026, buf_1 16
buf_2 53, buf_4 24, buf_6 5, clkbuf_1 306
edfxtp_1 1088, mux2_2 71, mux2i_1 157, mux4_2 445
nand2_1 85, nand3_1 35, nand3b_1 5, nand4_1 17
nor2_1 35, nor2b_1 3, o21ai_0 32, o221ai_1 46
o22a_1 17, o22ai_1 16, o2bb2ai_1 31, o31ai_1 17
or2_2 32, or3b_2 4, xnor2_1 6, xor2_1 4
-- cell usage in the layout, fill, tap and decap left out, types with 19 or more instances in the layout --
master and instances:
nand3_1 35, nor2_4 33, a221oi_1 19, clkinv_1 26, o21ai_0 32, nand2_1 85, a22oi_1 53, or2_2 33
mux2_2 71, o2bb2ai_1 31, and2_1 1024, a22o_1 28, edfxtp_1 1088, mux2i_1 157, clkinv_2 20, clkbuf_16 113
mux4_2 445, clkdlybuf4s50_1 105, o221ai_1 46, buf_4 145, buf_12 24
-- flip-flops by register name, indices dropped and copies added (netlist names) --
| signal | cells |
|---|---|
| RF | 1024 |
| readData1 | 32 |
| readData2 | 32 |
-- stage by stage --
stage | instances | cell area, um2 | hold WS, ns | setup slack (ns)
after CTS | 6316 | 65000 | 0.829 | 1.73
after floorplan | 3741 | 56900 | 0.760 | 0.192
final | 6320 | 65000 | 0.824 | 1.44
after global placement | 6112 | 61300 | 0.816 | 1.06
after global routing | 6319 | 65000 | 0.887 | 1.40
after detailed placement | 6112 | 61300 | 0.816 | 0.968
-- per-layer routing --
| layer | GRT usage | vias to the layer above |
|---|---|---|
| met4 | 0.0718 | 16 |
| met2 | 0.326 | 2329 |
| li1 | - | 14422 |
| met3 | 0.141 | 391 |
| met5 | 0.0262 | - |
| met1 | 0.232 | 17059 |
-- worst max path at each step --
stage              start       endpoint  depth (start not counted)
6_report  readSelect1[3]  readData1[13]                          6
4_1_cts   readSelect1[3]  readData1[13]                          6
5_1_grt   readSelect1[3]  readData1[13]                          6
-- cells by family after synthesis --
group	count (synthesis)	share of synthesized area
xor gates and xnor gates	10	0.00154
and+or+nand+nor	1250	0.132
muxes	673	0.218
buffers and inverters	408	0.0303
DFF	1088	0.575
AOI/OAI and AO/OA	312	0.0438
No activity file was given, so power comes from the tool's default toggle rates.

$ cat design/flow/design.v
`timescale 1ns / 1ps
module alu(
		input [31:0] OP1,
		input [31:0] OP2,
		input [3:0] OPCODE,
		output reg [31:0] RESULT,
		output LT,  
		output LTU,  
		output EQ  
    );
	parameter [3:0] 	ADD = 0,	 
						SUB = 1,	 
						SLL = 2,  
						SLT = 3,  
						SLTU= 4,  
						XOR = 5,	 
						SRL = 6,	 
						SRA = 7,  
						OR = 8,	 
						AND = 9;	 
	wire [4:0] shift = OP2[4:0];
	wire [30:0] zero = 31'b000_0000_0000_0000_0000_0000_0000_0000;
	assign EQ = (OP1 == OP2) ? 1:0;
	assign LTU = (OP1 < OP2) ? 1:0;  
	assign LT = OP1[31] ^ OP2[31] ? OP1 : LTU;  
always @ *
	case(OPCODE)
		ADD:  RESULT = OP1 + OP2;		 
		SUB:  RESULT = OP1 - OP2;		 
		SLT:  RESULT = {zero,LT};				 
		SLTU: RESULT =	{zero,LTU};				 
		SLL:  RESULT = OP1 << shift;	 
		SRL:  RESULT = OP1 >> shift;	 
		SRA:  RESULT =						 
			$signed(OP1) >>> shift;
		XOR:  RESULT = OP1 ^ OP2;		 
		OR:   RESULT = OP1 | OP2;		 
		AND:  RESULT = OP1 & OP2;		 
		default:   RESULT = 0;
	endcase
endmodule
$ cat design/flow/run.sh
#!/bin/bash
# OpenROAD 26Q1-2900-gdf79404cd8, Yosys 0.63+post, stock flow scripts
make -C /OpenROAD-flow-scripts/flow DESIGN_CONFIG=/design/flow/config.mk WORK_HOME=/design/flow/orfs finish
$ cat design/flow/config.mk
export PLATFORM = sky130hd
export DESIGN_NAME = alu
export DESIGN_NICKNAME = alu
export VERILOG_FILES = /design/flow/design.v
export SDC_FILE = /design/flow/constraint.sdc
export NUM_CORES = 4
export LEC_CHECK = 1
export CORE_UTILIZATION = 30
$ cat design/flow/constraint.sdc
current_design alu

set clk_period 13.0
set clk_io_pct 0.2

create_clock -name clk0 -period $clk_period

set non_clock_inputs [all_inputs -no_clocks]
set_input_delay [expr $clk_period * $clk_io_pct] -clock clk0 $non_clock_inputs
set_output_delay [expr $clk_period * $clk_io_pct] -clock clk0 [all_outputs]
==> results.sh <==
# yosys + openroad results
export IMPL_fp_row_count=61
export IMPL_drc=0
export IMPL_rsz0062_at_grt="no"
export IMPL_io_pins=103
export IMPL_cts_setup_buffers=0
export IMPL_vias=10300
export IMPL_finalHoldViolations=0
export IMPL_yosys_area_um2=8540
export IMPL_cts_resized=0
export IMPL_yosys_cells=1281
export IMPL_path_depth=14
export IMPL_required_ns=10.40
export IMPL_top_area_cell="ha_1"
export IMPL_tightest_slew_ns=0.813
export IMPL_crit_family="buffers and inverters"
export IMPL_slowest_stage="nor4_1"
export IMPL_period_needed_ns=9.59
export IMPL_track_usage=0.295
export IMPL_drive_above_1_share=0.0805
export IMPL_seq_area_um2=0
export IMPL_grt_pass1_wl_mm=63.2
export IMPL_vdd_ir_drop_max_mv=0.0149
export IMPL_period_used=0.738
export IMPL_stdcell_count=1682
export IMPL_dr_first_iter_drc_count=1134
export IMPL_grt_max_degree=75
export IMPL_relSlewSlack=0.455
export IMPL_portBuffers=103
export IMPL_lay_top_count="nor2_1"
export IMPL_crit_fanout=39
export IMPL_finalWorstSetupSlack_ns=3.41
export IMPL_crit_chain="clkdlybuf4s50_1 > buf_4 > inv_1 > buf_4 > ha_1 > nor4_1 > o21ai_2 > a31oi_2 > nand2_1 > a221oi_1 > o21ai_0 > xnor2_1 > o221ai_1 > clkdlybuf4s50_1"
export IMPL_syn_area_per_cell_um2=6.67
export IMPL_gp_congestion=1.02
export IMPL_topCellsByArea="ha_1 (14%), mux4_2 (10%), nor2_1 (7.5%), a21oi_1 (7.2%), o21ai_0 (6.7%)"
export IMPL_hold_ws_ns=6.31
export IMPL_p_leak_nw=3.88
export IMPL_maxSlewViolCount=0
export IMPL_overflow=0
export IMPL_wire_per_inst_um=25.1
export IMPL_insertedDiodeCount=0
export IMPL_cp_num_buf_inv=5
export IMPL_cp_arrival_ns=6.99
export IMPL_viasPerCell=6.13
export IMPL_drtAntennaViolNets=0
export IMPL_final_cell_mix="nor2_1 (170), a21oi_1 (123), nand2_1 (115), o21ai_0 (115)"
export IMPL_syn_cell_area_um2=8540
export IMPL_syn2layout_area_growth_pct=13.9
export IMPL_status="finished clean"
export IMPL_place_hpwl_mm=33.0
export IMPL_setup_violations=0
export IMPL_hold_depth=5
export IMPL_ctsHoldBuffers=0
export IMPL_die_area_um2=29100
export IMPL_fin_tns_setup_ns=0
export IMPL_yosysWarnings=1
export IMPL_maxCapViolCount=0
export IMPL_initCoreUtil=0.307
export IMPL_dpl_worst_slack_ns=3.49
export IMPL_fmax_mhz=104
export IMPL_grt_pass1_vias=9702
export IMPL_cp_start_kind="primary input"
export IMPL_critPathKind="primary input to primary output"
export IMPL_dpl_instance_area_um2=9720
export IMPL_yosysTopAreaCellShare=0.142
export IMPL_wl_mm=42.2
export IMPL_num_fill_cells=3008
export IMPL_core_area_um2=27900
export IMPL_dr_pass1_iters=6
export IMPL_synthCells=1281
export IMPL_ys_types=82
export IMPL_warnings=97
export IMPL_final_area_um2=9720
export IMPL_nClkBuffers=0
export IMPL_yosys_stat_seqShare=0
export IMPL_p_per_area_nw_per_um2=44.4
export IMPL_max_stage_delay_ns=0.57
export IMPL_placed_cells=1682
export IMPL_antenna_found_initial=0
export IMPL_worstHoldPathType="primary input to primary output"
export IMPL_dieHeight_um=171
export IMPL_flop_count=0
export IMPL_die_x_um=171
export IMPL_critPathCaptureType="primary output"
[tightest hold or removal path: stages]
cell and delay, ns:
buf_2 0.13, ha_1 0.29, a221oi_1 0.14, o211ai_1 0.09, clkdlybuf4s50_1 0.46
[synth_stat cells (all sizes together) (15+ instances only)]
cell type	number
mux2i	42
o211ai	32
xnor2	21
o21ai	122
a31oi	15
ha	97
inv	101
nor3	29
a221oi	17
mux4	38
a211oi	17
nand3	21
nand2	115
clkbuf	60
a21oi	126
nor2	171
buf	42
[kinds of logic after synthesis]
logic type | Yosys count | share of synthesized area
xor gates and xnor gates | 22 | 0.0226
adders and majority gates | 99 | 0.147
and+or+nand+nor | 405 | 0.212
buffers and inverters | 203 | 0.0990
muxes | 89 | 0.161
AOI/OAI and AO/OA | 463 | 0.358
[final timing paths]
kind / from / endpoint
setup / recovery: OP2[4] / RESULT[17]
hold / removal: OP2[3] / RESULT[3]
[layout make-up]
class                           count  area (um^2)  area share
Inverter                          101          379      0.0390
Tap cell                          378          473      0.0486
Timing Repair Buffer              125         1170       0.121
Multi-Input combinational cell   1078         7700       0.792
[power by group]
| part | total (mW) | switching, mW | internal (mW) |
|---|---|---|---|
| clock network | 0 | 0 | 0 |
| registers | 0 | 0 | 0 |
| logic | 0.432 | 0.264 | 0.168 |
[metrics by stage]
stage / power (mW) / util
floorplan: 0.262 / -
global placement: 0.424 / 0.349
detailed placement: 0.421 / 0.349
CTS: 0.424 / 0.349
global route: 0.465 / 0.349
finish: 0.432 / 0.349
[metal layers]
metal / vias up / part of all wire / global-route usage
li1: 4753 / - / -
met1: 4892 / 0.44 / 0.443
met2: 596 / 0.44 / 0.445
met3: 77 / 0.088 / 0.0316
met4: 0 / 0.035 / 0.0889
met5: - / 0 / 0
Power figures rest on the tool's default switching activity, not on a simulated workload.
